File: config.mk
export PLATFORM = sky130hd
export DESIGN_NAME = led
export DESIGN_NICKNAME = led
export VERILOG_FILES = /design/flow/design.v
export SDC_FILE = /design/flow/constraint.sdc
export NUM_CORES = 4
export LEC_CHECK = 1
export CORE_UTILIZATION = 30
File: constraint.sdc
current_design led

set clk_period 2.9
set clk_io_pct 0.2

create_clock -name clk0 -period $clk_period [get_ports {CLOCK_27}]

set non_clock_inputs [all_inputs -no_clocks]
set_input_delay [expr $clk_period * $clk_io_pct] -clock clk0 $non_clock_inputs
set_output_delay [expr $clk_period * $clk_io_pct] -clock clk0 [all_outputs]
File: design.v
module led(
	input CLOCK_27,
	output reg LED
	);
	reg [31:0] counter;	
	reg clk;
	always@(posedge CLOCK_27) begin
		if (counter > 6750000) begin
			counter <= 0;
			clk = !clk;
		end
		else
			counter <= counter + 32'd1;
	end
	always@(posedge clk) begin
	  LED <= !LED;
	end
endmodule
File: run.sh
#!/bin/bash
# OpenROAD 26Q1-2900-gdf79404cd8, Yosys 0.63+post, stock flow scripts
make -C /OpenROAD-flow-scripts/flow DESIGN_CONFIG=/design/flow/config.mk WORK_HOME=/design/flow/orfs finish
==> flow_metrics.env <==
# source this file to load flow results
export IMPL_rows=25
export IMPL_grt_max_degree=15
export IMPL_ff2ff_path_depth=7
export IMPL_worstReg2RegStart="counter[0]"
export IMPL_syn_inst=145
export IMPL_warnings=26
export IMPL_synth_async_sr_flop_share_pct=0
export IMPL_htreeDepth=2
export IMPL_cts_tree="built"
export IMPL_r2r_slack_ps=880
export IMPL_overflow=0
export IMPL_drt_iter0_markers=53
export IMPL_dieHeight_um=73.0
export IMPL_setup_worst_path_start_class="flop"
export IMPL_end_kind="flop"
export IMPL_unclocked_regs=1
export IMPL_n_antenna_cell=0
export IMPL_untimed_endpoints=2
export IMPL_rsz0062_at_grt="false"
export IMPL_num_vias=1052
export IMPL_grt_pass1_vias=913
export IMPL_coreArea_um2=4790
export IMPL_final_layout_size_suffix_gt1_share_pct=23.3
export IMPL_hold_path_depth=1
export IMPL_required_ps=3110
export IMPL_setup_viol=0
export IMPL_cts_resized=0
export IMPL_antenna_found_initial=0
export IMPL_power_density_nw_per_um2=492
export IMPL_grt_util_all_layers_pct=10.6
export IMPL_die_area_um2=5330
export IMPL_dr_wl_met3_um=60
export IMPL_clockBufferDepth=2
export IMPL_post_place_ws_ps=891
export IMPL_vias_per_cell=4.65
export IMPL_total_power_uw=842
export IMPL_drc=0
export IMPL_yosys_register_bits=34
export IMPL_setup_tns_ps=0
export IMPL_yosysCellCount=145
export IMPL_hold_violations=0
export IMPL_finalMaxSlewViolations=0
export IMPL_wl_per_cell_um=11.0
export IMPL_io_pins=2
export IMPL_critPathKind="reg2reg"
export IMPL_drt_wl_total_mm=2.48
export IMPL_ys_seq_share_pct=45.6
export IMPL_status="completed"
export IMPL_clk_latency_ps=280
export IMPL_critPathArrivalTime_ps=2230
export IMPL_endpoint="counter[12]"
export IMPL_io_buffers=1
export IMPL_place_area_um2=1610
export IMPL_finalCriticalPeriod_ps=2020
export IMPL_syn_cell_area_um2=1510
export IMPL_cp_max_fo=14
export IMPL_met2WireLength_mm=1.05
export IMPL_final_cell_area_um2=1710
export IMPL_yosysUniqueCellTypes=46
export IMPL_post_cts_setup_buffer_count=0
export IMPL_hpwlAfterDp_mm=1.65
export IMPL_syn_avg_cell_area_um2=10.4
export IMPL_setup_slack_ps=876
export IMPL_cts_buffers=5
export IMPL_yosys_area_um2=1510
export IMPL_irDropWorstVdd_mv=0.376
export IMPL_power_leakage_uw=0.000577
export IMPL_synth_edff_count=1
export IMPL_gp_congestion=0.797
export IMPL_fp_util_pct=31.6
export IMPL_ant_nets=0
export IMPL_finalClockPeriodUsage_pct=69.8
export IMPL_max_cap_violations=0
export IMPL_r2r_end="counter[12]"
export IMPL_startpoint="counter[0]"
export IMPL_area_growth_pct=13.1
export IMPL_hold_path_class="reg2reg"
export IMPL_wl_met1_mm=1.33
export IMPL_clock_skew_ps=7.71
export IMPL_max_freq_mhz=494
export IMPL_synth_main_ff_cell="dfxtp_1"
export IMPL_hold_buffers=0
export IMPL_grt_pass1_wl_mm=4.33
export IMPL_topRoutingLayerUsed="met4"
export IMPL_clockRootBuffer="clkbuf_8"
export IMPL_fp_dieW_um=73.0
export IMPL_path_clk_slew_ps=60
export IMPL_drtPass1Iterations=4
export IMPL_yosysWarnings=1
[worst min-delay path by stage]
| stage | start | end |
|---|---|---|
| finish | counter[0] | counter[0] |
| CTS | counter[0] | counter[0] |
| global route | counter[0] | counter[0] |
[registers in the layout (all words and copies together) (netlist names)]
register / count
counter: 32
LED: 1
clk: 1
[through the flow]
step           instances  util (%)  hold WS [ps]
3_3_place_gp         218      33.6           464
2_1_floorplan        153         -           451
4_1_cts              226      35.8           485
6_report             226      35.8           480
5_1_grt              226      35.8           506
3_5_place_dp         218      33.6           469
[critical path: stages, from the launching register on]
cell and delay, ps:
dfxtp_1 350, inv_1 70, ha_1 130, or3b_1 350
nor4_2 180, nand4_2 360, buf_4 350, a21oi_1 150
[power breakdown]
group	internal (uW)	switching (uW)	total [uW]	leakage, uW
Combinational	0.788	2.16	2.95	0.000245
Sequential	463	1.79	465	0.000278
Clock	214	160	374	0.0000542
Total	678	164	842	0.000577
[layer usage]
layer  GRT usage, %  vias up
met5              0        -
met4           1.96        0
met3           2.24        4
met2           15.3        7
met1           16.7      490
li1               -      551
[synth_stat cells, drive strengths merged, types with 4 or more instances]
cell type / number / area, um^2
and3: 7 / 55.1
dfxtp: 33 / 661
nand2: 10 / 37.5
buf: 4 / 38.8
a22oi: 6 / 60.1
inv: 6 / 22.5
a21oi: 15 / 113
nor2: 5 / 18.8
nor4: 4 / 46.3
xnor2: 6 / 52.6
xor2: 7 / 61.3
nand4: 10 / 83.8
[placed cells by master, fill, tap and decap left out, types with 2 or more instances in the layout]
cell / count
nor4_1: 2
a22oi_2: 3
nor2_1: 5
dfxtp_1: 33
xnor2_1: 6
o21ai_0: 3
a21oi_2: 10
and3_4: 2
a21oi_1: 5
xor2_1: 7
nand4_1: 8
clkbuf_8: 7
a22oi_1: 3
nand2_1: 10
nor3_1: 3
and3_1: 4
or3_2: 3
a31oi_1: 2
inv_1: 6
o31ai_1: 2
ha_1: 2
buf_4: 2
conb_1: 9
[layout make-up]
cell class              count  area (um^2)
well taps                  67         83.8
clock inverters             1         5.00
fillers                   483         3070
inverters                   6         22.5
clock buffers               7         96.3
flip-flops and latches     34          691
multi-input cells         108          788
repair buffers              3         25.0
[kinds of logic (layout without fill, tap and decap cells)]
kind of cell,Yosys count,in the layout,share of synthesized area [%]
compound gates,34,34,17.7
xor+xnor,13,13,7.52
fa+ha+maj,2,2,1.65
buf+inv,11,17,4.30
flops,34,34,45.6
other cells,1,9,0.248
simple gates,50,50,23.0
Power and IR drop assume default switching activity.
